==> flow/design.v <==
module alu(A, B, Cin, Op, invA, invB, sign, ex_BTR, ex_SLBI, comp_cont, comp, pass, ALU_out, Ofl);
    input     [15:0] A;
    input     [15:0] B;
    input            Cin;
    input      [2:0] Op;
    input            invA;
    input            invB;
    input            sign;
    input            ex_BTR;
    input            ex_SLBI;
    input      [1:0] comp_cont;
    input            comp;
    input            pass;
    output    [15:0] ALU_out;
    output           Ofl;
    wire             negative;  
    wire             zero;  
    wire             Cout;  
    wire      [15:0] comp_out;
    wire      [15:0] input_B;
    wire      [15:0] input_A;
    wire      [15:0] internal_alu_out;
    wire       [2:0] internal_alu_op;
    wire      [15:0] SLBI_out;
    wire      [15:0] BTR_out;
    wire             seq_cond;  
    wire             slt_cond;  
    wire             sle_cond;  
    localparam CC_SEQ = 2'b00;
    localparam CC_SLT = 2'b01;
    localparam CC_SLE = 2'b10;
    localparam CC_SCO = 2'b11;
    localparam ONE_16 = 16'h0001;
    localparam ZERO_16 = 16'h0000;
    assign input_B = (ex_SLBI) ? (16'h0008) : (B);
    assign internal_alu_op = (ex_SLBI) ? (3'b001) : (Op);
    alu_internal alu(.A(A),
                     .B(input_B),
                     .Cin(Cin),
                     .Op(internal_alu_op),
                     .invA(invA),
                     .invB(invB),
                     .sign(sign),
                     .Out(internal_alu_out),
                     .Ofl(Ofl),
                     .Z(zero),
                     .Cout(Cout),
                     .neg(negative));
    assign seq_cond = zero && ~Ofl;
    assign slt_cond = (A[15] == B[15]) ? (negative) : (  
                      (A[15] == 1'b1) ? (1'b1) : (1'b0));  
    assign sle_cond = (A[15] == B[15]) ? (negative || zero) : (  
                      (A[15] == 1'b1) ? (1'b1) : (1'b0));
    assign comp_out = ((comp_cont == CC_SEQ) && seq_cond) ? (ONE_16) : (  
                      ((comp_cont == CC_SLT) && slt_cond) ? (ONE_16) : (  
                      ((comp_cont == CC_SLE) && sle_cond) ? (ONE_16) : (  
                      ((comp_cont == CC_SCO) && Cout) ? (ONE_16) : (ZERO_16))));  
    assign SLBI_out = internal_alu_out | B;
    assign BTR_out[0] = A[15];
    assign BTR_out[1] = A[14];
    assign BTR_out[2] = A[13];
    assign BTR_out[3] = A[12];
    assign BTR_out[4] = A[11];
    assign BTR_out[5] = A[10];
    assign BTR_out[6] = A[9];
    assign BTR_out[7] = A[8];
    assign BTR_out[8] = A[7];
    assign BTR_out[9] = A[6];
    assign BTR_out[10] = A[5];
    assign BTR_out[11] = A[4];
    assign BTR_out[12] = A[3];
    assign BTR_out[13] = A[2];
    assign BTR_out[14] = A[1];
    assign BTR_out[15] = A[0];
    assign ALU_out = (ex_BTR) ? (BTR_out) : (
                     (ex_SLBI) ? (SLBI_out) : (
                     (comp) ? (comp_out) : (
                     (pass) ? (B) : (internal_alu_out))));  
endmodule
module alu_internal (A, B, Cin, Op, invA, invB, sign, Out, Ofl, Z, Cout, neg);
   input [15:0] A;
   input [15:0] B;
   input Cin;
   input [2:0] Op;
   input invA;
   input invB;
   input sign;
   output [15:0] Out;
   output Ofl;
   output Z;
   output Cout;  
   output neg;
   wire [15:0] out_A, out_B;  
   wire [15:0] out_bs;  
   wire [15:0] out_add;  
   wire [15:0] out_or;  
   wire [15:0] out_xor;  
   wire [15:0] out_and;  
   wire [15:0] out_logadd;  
   wire overflow_det;  
   localparam ADD = 2'b00;
   localparam OR = 2'b01;
   localparam XOR = 2'b10;
   localparam AND = 2'b11;
   assign out_A = invA ? ~A : A;
   assign out_B = invB ? ~B : B;
   shifter barrel_shift (.In(out_A), .Cnt(out_B[3:0]), .Op(Op[1:0]), .Out(out_bs));
   cla_16 adder (.A(out_A), .B(out_B), .Cin(Cin), .S(out_add), .Cout(Cout));
   assign out_or = out_A | out_B;
   assign out_xor = out_A ^ out_B;
   assign out_and = out_A & out_B;
   assign out_logadd = Op[1:0] == ADD ? (out_add) :
                      (Op[1:0] == OR ? (out_or) :
                      (Op[1:0] == XOR ? (out_xor) : 
                      (out_and)));  
   assign Out = Op[2] ? out_logadd : out_bs ;
   assign Z = (Out == 16'h0000) ? 1'b1 : 1'b0; 
   assign neg = ((Out[15] == 1'b1) && sign == 1'b1) ? (1'b1) : (1'b0);
   assign overflow_det = sign ? ((out_add[15] & ~out_A[15] & ~out_B[15]) | (~out_add[15] & out_A[15] & out_B[15])) : (Cout);
   assign Ofl = overflow_det & (Op == 3'b100);
endmodule
module branch_i_logic(Rs, Rs_zero, Rs_n_zero, Rs_lt_zero, Rs_gte_zero);
    input     [15:0] Rs;
    output           Rs_zero;
    output           Rs_n_zero;
    output           Rs_lt_zero;
    output           Rs_gte_zero;
    assign Rs_zero = (Rs == 0) ? (1) : (0);
    assign Rs_n_zero = (Rs != 0) ? (1) : (0);
    assign Rs_lt_zero = (Rs[15] == 1'b1) ? (1) : (0);
    assign Rs_gte_zero = (Rs[15] == 0 ) ? (1) : (0);
endmodule
module cla_16(A,B,Cin,S,Cout);
input [15:0] A, B;  
input Cin;
output [15:0] S;  
output Cout;
wire G0_3, G4_7, G8_11, G12_15, P0_3, P4_7, P8_11, P12_15;  
wire G8_15, G0_7, P8_15, P0_7;  
wire G0_15, P0_15;  
wire c4, c8, c12;  
cla_4 CLA_0(.A(A[3:0]), .B(B[3:0]), .Cin(Cin), .S(S[3:0]), .Cout(), .G(G0_3), .P(P0_3));
cla_4 CLA_1(.A(A[7:4]), .B(B[7:4]), .Cin(c4), .S(S[7:4]), .Cout(), .G(G4_7), .P(P4_7));
cla_4 CLA_2(.A(A[11:8]), .B(B[11:8]), .Cin(c8), .S(S[11:8]), .Cout(), .G(G8_11), .P(P8_11));
cla_4 CLA_3(.A(A[15:12]), .B(B[15:12]), .Cin(c12), .S(S[15:12]), .Cout(), .G(G12_15), .P(P12_15));
assign G8_15 = G12_15 | (P12_15 & G8_11);
assign P8_15 = P8_11 & P12_15;
assign G0_7 = G4_7 | (P4_7 & G0_3);
assign P0_7 = P0_3 & P4_7;
assign G0_15 = G8_15 | (P8_15 & G0_7);
assign P0_15 = P0_7 & P8_15;
assign c4 = G0_3 | (P0_3 & Cin);
assign c8 = G4_7 | (P4_7 & c4);
assign c12 = G8_11 | (P8_11 & c8);
assign Cout = G12_15 | (P12_15 & c12);
endmodule
module cla_4(A, B, Cin, Cout, S, G, P);
input [3:0] A, B;  
input Cin;
output [3:0] S;  
output Cout, G, P;
wire g0, g1, g2, g3, p0, p1, p2, p3;  
wire c1, c2, c3;  
fulladder FA_0(.A(A[0]), .B(B[0]), .Cin(Cin), .S(S[0]), .Cout());
fulladder FA_1(.A(A[1]), .B(B[1]), .Cin(c1), .S(S[1]), .Cout());
fulladder FA_2(.A(A[2]), .B(B[2]), .Cin(c2), .S(S[2]), .Cout());
fulladder FA_3(.A(A[3]), .B(B[3]), .Cin(c3), .S(S[3]), .Cout());
assign g0 = A[0] & B[0];
assign p0 = A[0] | B[0];
assign c1 = g0 | (p0 & Cin);
assign g1 = A[1] & B[1];
assign p1 = A[1] | B[1];
assign c2 = g1 | (p1 & c1);
assign g2 = A[2] & B[2];
assign p2 = A[2] | B[2];
assign c3 = g2 | (p2 & c2);
assign g3 = A[3] & B[3];
assign p3 = A[3] | B[3];
assign Cout = g3 | (p3 & c3);
assign G = g3 | (p3 & g2) | (p3 & p2 & g1) | (p3 & p2 & p1 & g0);
assign P = p3 & p2 & p1 & p0;
endmodule
module execute(ext_out, seq_PC, data_1, data_2, choose_branch, immed, update_R7, subtract, ALU_op, invA, invB, sign, ex_BTR, ex_SLBI, comp_cont, comp, pass, branch_cont, branch_J, branch_I, data_2_out, ALU_out, branch, branch_PC);
    input     [15:0] ext_out;
    input     [15:0] seq_PC;
    input     [15:0] data_1;
    input     [15:0] data_2;
    input            choose_branch;
    input            immed;
    input            update_R7;
    input            subtract;
    input      [2:0] ALU_op;
    input            invA;
    input            invB;
    input            sign;
    input            ex_BTR;
    input            ex_SLBI;
    input      [1:0] comp_cont;
    input            comp;
    input            pass;
    input      [1:0] branch_cont;
    input            branch_J;
    input            branch_I;
    output    [15:0] data_2_out;
    output    [15:0] ALU_out;
    output           branch;
    output    [15:0] branch_PC;
    wire             branch_I_out;
    wire      [15:0] branch_add;
    wire      [15:0] data_B;
    wire      [15:0] other_B;
    wire             rs_zero;
    wire             rs_n_zero;
    wire             rs_lt_zero;
    wire             rs_gte_zero;
    wire             Ofl;  
    assign branch_add = (choose_branch == 1'b1) ? (data_1) : (seq_PC);
    cla_16 adder(.A(ext_out),
                 .B(branch_add),
                 .S(branch_PC), 
                 .Cin(1'b0),
                 .Cout());
    branch_i_logic branch_i(.Rs(data_1), 
                            .Rs_zero(rs_zero),
                            .Rs_n_zero(rs_n_zero),
                            .Rs_lt_zero(rs_lt_zero),
                            .Rs_gte_zero(rs_gte_zero));
    assign branch_I_out = (branch_cont == 2'b00) ? (rs_zero) : (
                      (branch_cont == 2'b01) ? (rs_n_zero) : (
                      (branch_cont == 2'b10) ? (rs_lt_zero) : (
                       rs_gte_zero)));  
    assign branch = (branch_I && branch_I_out) || branch_J;
    assign other_B = (immed == 1'b1) ? (ext_out) : (data_2);
    assign data_B = (update_R7 == 1'b1) ? (seq_PC) : (other_B);
    alu alu(.A(data_1),
            .B(data_B),
            .Cin(subtract),
            .Op(ALU_op),
            .invA(invA),
            .invB(invB),
            .sign(sign),
            .ex_BTR(ex_BTR),
            .ex_SLBI(ex_SLBI),
            .comp_cont(comp_cont),
            .comp(comp),
            .pass(pass),
            .ALU_out(ALU_out),
            .Ofl(Ofl));
    assign data_2_out = data_2;
endmodule
module fulladder(A ,B,Cin, S, Cout);
input A, B, Cin;
output S, Cout;
wire A_XOR_B, A_XOR_B_NAND_C, A_XOR_B_AND_C, A_NAND_B, A_AND_B, NOT_Out; 
xor2 XOR_1(.in1(A), .in2(B), .out(A_XOR_B));
xor2 XOR_2(.in1(A_XOR_B), .in2(Cin), .out(S));
nand2 NAND_1(.in1(A_XOR_B), .in2(Cin), .out(A_XOR_B_NAND_C));
not1 NOT_1(.in1(A_XOR_B_NAND_C), .out(A_XOR_B_AND_C));
nand2 NAND_2(.in1(A), .in2(B), .out(A_NAND_B));
not1 NOT_2(.in1(A_NAND_B), .out(A_AND_B));
nor2 NOR_1(.in1(A_AND_B), .in2(A_XOR_B_AND_C), .out(NOT_Out));
not1 NOT_3(.in1(NOT_Out), .out(Cout));
endmodule
module nand2 (in1,in2,out);
input in1,in2;
output out;
assign out = ~(in1 & in2);
endmodule
module nor2 (in1,in2,out);
input in1,in2;
output out;
assign out = ~(in1 | in2);
endmodule
module not1 (in1,out);
input in1;
output out;
assign out = ~in1;
endmodule
module shifter (In, Cnt, Op, Out);
   input [15:0] In;
   input [3:0]  Cnt;
   input [1:0]  Op;
   output [15:0] Out;
   wire [15:0] mod_layer_1, mod_layer_2, mod_layer_4, mod_layer_8;
   wire [15:0] res_layer_1, res_layer_2, res_layer_4, res_layer_8;
   localparam ROT_LEFT = 2'b00;
   localparam SHFT_LEFT = 2'b01;
   localparam ROT_RIGHT = 2'b10;
   localparam SHFT_RIGHT_LOG = 2'b11;
   assign mod_layer_1 = Op == ROT_LEFT ? ({In[14:0],In[15]}) :
                        (Op == SHFT_LEFT ? ({In[14:0], 1'b0}) :
                        (Op == ROT_RIGHT ? ({In[0],In[15:1]}) : 
                        ({1'b0,In[15:1]})));  
   assign res_layer_1 = Cnt[0] ? mod_layer_1 : In;
   assign mod_layer_2 = Op == ROT_LEFT ? ({res_layer_1[13:0], res_layer_1[15:14]}) :
                     (Op == SHFT_LEFT ? ({res_layer_1[13:0], 2'b00}) :
                     (Op == ROT_RIGHT ? ({res_layer_1[1:0],res_layer_1[15:2]}) : 
                     ({2'b00,res_layer_1[15:2]})));  
   assign res_layer_2 = Cnt[1] ? mod_layer_2 : res_layer_1;
   assign mod_layer_4 = Op == ROT_LEFT ? ({res_layer_2[11:0],res_layer_2[15:12]}) :
                     (Op == SHFT_LEFT ? ({res_layer_2[11:0], 4'b0000}) :
                     (Op == ROT_RIGHT ? ({res_layer_2[3:0],res_layer_2[15:4]}) : 
                     ({4'b0000,res_layer_2[15:4]})));  
   assign res_layer_4 = Cnt[2] ? mod_layer_4 : res_layer_2;
   assign mod_layer_8 = Op == ROT_LEFT ? ({res_layer_4[7:0],res_layer_4[15:8]}) :
                     (Op == SHFT_LEFT ? ({res_layer_4[7:0], 8'b00000000}) :
                     (Op == ROT_RIGHT ? ({res_layer_4[7:0],res_layer_4[15:8]}) : 
                     ({8'b00000000,res_layer_4[15:8]})));  
   assign res_layer_8 = Cnt[3] ? mod_layer_8 : res_layer_4;
   assign Out = res_layer_8;
endmodule
module xor2 (in1,in2,out);
input in1,in2;
output out;
assign out = in1 ^ in2;
endmodule
==> flow/run.sh <==
#!/bin/bash
# OpenROAD 26Q1-2900-gdf79404cd8, Yosys 0.63+post, stock flow scripts
make -C /OpenROAD-flow-scripts/flow DESIGN_CONFIG=/design/flow/config.mk WORK_HOME=/design/flow/orfs finish
==> flow/config.mk <==
export PLATFORM = sky130hd
export DESIGN_NAME = execute
export DESIGN_NICKNAME = execute
export VERILOG_FILES = /design/flow/design.v
export SDC_FILE = /design/flow/constraint.sdc
export NUM_CORES = 4
export LEC_CHECK = 1
export CORE_UTILIZATION = 50
==> flow/constraint.sdc <==
current_design execute

set clk_period 10.6
set clk_io_pct 0.2

create_clock -name clk0 -period $clk_period

set non_clock_inputs [all_inputs -no_clocks]
set_input_delay [expr $clk_period * $clk_io_pct] -clock clk0 $non_clock_inputs
set_output_delay [expr $clk_period * $clk_io_pct] -clock clk0 [all_outputs]
==> flow_summary_export.csv <==
group,metric,value,unit
layout,postLayoutCellArea,8500,µm²
drt,route.final.wire_length,31.1,mm
final_timing,grt_setup_unrepaired,"no",
layout,seq_cells,0,
drt,wl_per_cell,23.7,µm
drt,drtIter0Drc,1045,
run,warnings,67,
clock_network,cts_resized,0,
final_timing,fin_setup_tns,0,ps
placement,placed_area,8500,µm²
placement,placed_cells,1308,
layout,lay_top_cells,"clkdlybuf4s50_1 (131), nor2_1 (96), nand2_1 (90), inv_1 (88), a21oi_1 (87)",
logic_synthesis,syn_avg_cell_area,6.86,µm²
power_and_ir_drop,p_per_area,70.3,nW/µm²
power_and_ir_drop,sequentialPowerShare,0,%
logic_synthesis,synthCells,1049,
logic_synthesis,ys_types,89,
layout,lay_top_count,"clkdlybuf4s50_1",
final_timing,setup_violations,0,
critical_path,end_kind,"output pin",
logic_synthesis,yosys_area,7190,µm²
global_routing,grt_max_degree,45,
logic_synthesis,yosysCellCount,1049,
layout,area_delta_synth_final,18.2,%
critical_path,critPathArrivalTime,8150,ps
placement,dpl.hpwl,25.0,mm
layout,drive_above_1_share,8.78,%
floorplan,fp_util,51.6,%
run_status,status,"finished, final reports clean",
placement,portBuffers,133,
drt,viasPerCell,6.53,
power_and_ir_drop,power.leakage,3.61,nW
clock_network,hold_buffers,0,
critical_path,cp-start-kind,"input port",
power_and_ir_drop,switchingPower,344,µW
logic_synthesis,synth-seq-area-share,0,%
final_timing,period_used_share,96.9,%
placement,pre_cts_ws,421,ps
critical_path,crit_top_cell,"fa_1",
critical_path,slowest_delay,670,ps
power_and_ir_drop,combPwrFrac,100.0,%
logic_synthesis,ys_warn_count,0,
final_timing,slew_violations,0,
final_timing,whs,5070,ps
global_routing,antenna_found_initial,0,
critical_path,cp_max_fo,13,
drt,drc,0,
power_and_ir_drop,finalPower,598,µW
final_timing,max_clock_freq,97.4,MHz
critical_path,critPathRequiredTime,8480,ps
drt,postRouteAntennaNets,0,
layout,seqCellArea,0,µm²
floorplan,chipArea,14900,µm²
global_routing,grt_pass1_vias,7752,
final_timing,max_slew.worst_pin.slew,936,ps
floorplan,num_io_pins,133,
placement,gp_congestion,1.09,
layout,clkbuf_count,0,
power_and_ir_drop,p_clk_share,0,%
power_and_ir_drop,peakVddDrop,0.0443,mV
global_routing,overflow,0,
critical_path,cpMaxStageDelayCell,"clkdlybuf4s50_1",
global_routing,grt_use_total,43.5,%
floorplan,fp-row-count,43,
floorplan,coreArea,13900,µm²
floorplan,die_h,122,µm
final_timing,final_hold_viol_count,0,
drt,dr.pass1.iters,9,
hold_path,hp-class,"input port to output pin",
final_timing,finalWorstSetupSlack,333,ps
critical_path,crit_chain,"clkdlybuf4s50_1 -> inv_1 -> a211o_1 -> nand2_4 -> inv_2 -> ha_1 -> nand2b_1 -> a21oi_1 -> o21bai_1 -> a2111oi_4 -> nor4_1 -> or2_2 -> fa_1 -> inv_1 -> fa_1 -> fa_1 -> mux4_2 -> nor2_1 -> o221ai_1 -> nor4_1 -> nand4_1 -> o211ai_1 -> clkdlybuf4s50_1",
global_routing,grt_pass1_wl,46.9,mm
power_and_ir_drop,switching_share,57.5,%
logic_synthesis,netlist_area,7190,µm²
drt,num_antenna_cells,0,
floorplan,fp.dieW,122,µm
power_and_ir_drop,intPower,254,µW
final_timing,fin_crit,10270,ps
drt,via_count,8537,
layout,utilization,61.0,%
final_timing,maxSlewHeadroom,37.5,%
critical_path,crit_type,"input port to output pin",
clock_network,cts_setup_buffers,0,
layout,instances_no_fill,1308,
run,drv_cap,0,
kinds of logic after synthesis:
| logic type | after synthesis | share of synthesized area (%) |
|---|---|---|
| AND-OR/OR-AND | 366 | 35.2 |
| buffers and inverters | 192 | 13.0 |
| multiplexers | 64 | 10.5 |
| AND/OR/NAND/NOR | 314 | 21.2 |
| adder cells (fa/ha/maj) | 76 | 15.5 |
| XOR/XNOR | 37 | 4.51 |
worst max-delay path, delay by kind of cell:
| family | cells | cell delay, ps |
|---|---|---|
| AND/OR/NAND/NOR | 7 | 1300 |
| AND-OR/OR-AND | 6 | 1430 |
| buffers and inverters | 5 | 1640 |
| adder cells (fa/ha/maj) | 4 | 1150 |
| multiplexers | 1 | 490 |
power by group through the flow:
stage / Combinational, mW / Sequential [mW] / Clock, mW
after global routing: 0.643 / 0 / 0
final: 0.598 / 0 / 0
after CTS: 0.583 / 0 / 0
synth_stat cells (5+ instances only):
| master | instances | area (µm²) |
|---|---|---|
| o31ai_1 | 7 | 52.6 |
| nand2b_1 | 19 | 119 |
| buf_1 | 8 | 30.0 |
| or3_1 | 5 | 31.3 |
| o211ai_1 | 17 | 128 |
| xor2_1 | 18 | 158 |
| nor3_1 | 14 | 70.1 |
| buf_2 | 15 | 75.1 |
| inv_1 | 88 | 330 |
| o21ai_0 | 71 | 355 |
| a311oi_1 | 5 | 43.8 |
| clkbuf_1 | 27 | 101 |
| mux4_2 | 7 | 158 |
| ha_1 | 54 | 676 |
| a31oi_1 | 11 | 68.8 |
| a21o_1 | 11 | 82.6 |
| nor4_1 | 8 | 50.1 |
| a221oi_1 | 6 | 52.6 |
| o22a_1 | 5 | 43.8 |
| nand3_1 | 16 | 80.1 |
| o21a_1 | 7 | 52.6 |
| and2_1 | 8 | 50.1 |
| o21ai_1 | 10 | 50.1 |
| nor2b_1 | 20 | 125 |
| a211o_1 | 7 | 61.3 |
| nand2_1 | 90 | 338 |
| o21bai_1 | 5 | 37.5 |
| a211oi_1 | 21 | 158 |
| or2_2 | 5 | 31.3 |
| o221ai_1 | 7 | 61.3 |
| a21oi_1 | 87 | 435 |
| a22oi_1 | 16 | 120 |
| xnor2_1 | 19 | 166 |
| o22ai_1 | 16 | 100 |
| nor2_1 | 96 | 360 |
| buf_4 | 45 | 338 |
| fa_1 | 22 | 440 |
| mux2_2 | 7 | 78.8 |
| mux2i_1 | 46 | 460 |
path summary, 6_finish.rpt:
kind	start	to	cells past startpoint
max	invB	ALU_out[0]	23
min	data_2[11]	data_2_out[11]	2
cell type report:
cell class	instances	area (µm²)
multi-input cells	857	6260
fillers	1297	5430
inverters	93	349
well taps	180	225
repair buffers	178	1670
per-layer routing:
metal  global-route usage, %  wire (µm)
met3                    10.6       3620
met1                    60.6      12300
met4                    21.3       2000
met5                       0          0
met2                    63.2      13100
Power figures rest on the tool's default switching activity, not on a simulated workload.

[design/flow/design.v]
module control(instruc, en_PC, w_reg_cont, ext_type, len_immed, reg_w_en, choose_branch, immed, update_R7, subtract, ALU_op, invA, invB, sign, ex_BTR, ex_SLBI, comp_cont, comp, pass, branch_cont, branch_J, branch_I, createdump, write_mem, read_mem, mem_to_reg);
    input     [15:0] instruc;
    output reg           en_PC;
    output reg     [1:0] w_reg_cont;
    output reg           ext_type;
    output reg     [1:0] len_immed;
    output reg           reg_w_en;
    output reg           choose_branch; 
    output reg           immed;
    output reg           update_R7;
    output reg           subtract;
    output reg     [2:0] ALU_op;
    output reg           invA;
    output reg           invB;
    output reg           sign;
    output reg           ex_BTR;
    output reg           ex_SLBI;
    output reg     [1:0] comp_cont;
    output reg           comp;
    output reg           pass;
    output reg     [1:0] branch_cont;
    output reg           branch_J;
    output reg           branch_I;
    output reg           createdump;
    output reg           write_mem;
    output reg           read_mem;
    output reg           mem_to_reg;
    reg halt=1'b0;
    wire [4:0]op_code = instruc[15:11];  
    wire [1:0]func_code = instruc[1:0];  
    always@(*)begin
        en_PC = 1'b1;
        reg_w_en = 1'b1;
        w_reg_cont = 2'b00;
        ext_type = 1'b0;
        len_immed = 2'b00;
        choose_branch = 1'b0;
        immed = 1'b0;
        update_R7 = 1'b0;
        subtract = 1'b0;
        ALU_op = 3'b000;
        invA = 1'b0;
        invB = 1'b0;
        sign = 1'b0;
        ex_BTR = 1'b0;
        ex_SLBI = 1'b0;
        comp_cont = 2'b00;
        comp = 1'b0;
        branch_cont = 2'b00;
        branch_J = 1'b0;
        branch_I = 1'b0;
        createdump = 1'b0;
        write_mem = 1'b0;
        read_mem = 1'b0;
        mem_to_reg = 1'b0;
        pass = 1'b0;
        case(op_code)
            5'b00000:begin
                en_PC = 1'b0;
                createdump = 1'b1;
                reg_w_en = 1'b0;
                halt= 1'b1;
            end
            5'b00001:begin
                reg_w_en = 1'b0;
            end
            5'b01000:begin
                ext_type = 1'b1;
                immed = 1'b1;
                ALU_op = 3'b100;
                sign = 1'b1;
            end
            5'b01001:begin
                ext_type = 1'b1;
                immed = 1'b1;
                subtract = 1'b1;
                ALU_op = 3'b100;
                invA = 1'b1;
                sign = 1'b1;
            end
            5'b01010:begin
                immed = 1'b1;
                ALU_op = 3'b110;
            end
            5'b01011:begin
                immed = 1'b1;
                ALU_op = 3'b111;
                invB = 1'b1;
            end
            5'b10100:begin
                immed = 1'b1;
                ALU_op = 3'b000;
            end
            5'b10101:begin
                immed = 1'b1;
                ALU_op = 3'b001;
            end
            5'b10110:begin
                immed = 1'b1;
                ALU_op = 3'b010;
            end
            5'b10111:begin
                immed = 1'b1;
                ALU_op = 3'b011;
            end
            5'b10000:begin
                ext_type = 1'b1;
                immed = 1'b1;
                ALU_op = 3'b100;
                reg_w_en = 1'b0;
                write_mem = 1'b1;
                sign = 1'b1;
            end
            5'b10001:begin
                ext_type = 1'b1;
                immed = 1'b1;
                ALU_op = 3'b100;
                sign = 1'b1;
                read_mem = 1'b1;
                mem_to_reg = 1'b1;
            end
            5'b10011:begin
                ext_type = 1'b1;
                immed = 1'b1;
                ALU_op = 3'b100;
                sign = 1'b1;
                write_mem = 1'b1;
                w_reg_cont = 2'b10;
            end
            5'b11001:begin
                w_reg_cont = 2'b01;
                ex_BTR = 1'b1;
            end
            5'b11011:begin  
                w_reg_cont = 2'b01;
                case(func_code)
                    2'b00:begin  
                        ALU_op = 3'b100;
                    end
                    2'b01:begin  
                        ALU_op = 3'b100;
                        subtract = 1'b1;
                        invA = 1'b1;
                        sign = 1'b1;
                    end
                    2'b10:begin  
                        ALU_op = 3'b110;
                    end
                    2'b11:begin  
                        ALU_op = 3'b111;
                        invB = 1'b1;
                    end
                endcase
            end
            5'b11010:begin  
                w_reg_cont = 2'b01;
                ALU_op = {1'b0, func_code};
            end
            5'b11100:begin
                w_reg_cont = 2'b01;
                ALU_op = 3'b100;
                subtract = 1;
                invB = 1'b1;
                sign = 1'b1;
                comp = 1'b1;
                comp_cont = 2'b00;
            end
            5'b11101:begin
                w_reg_cont = 2'b01;
                ALU_op = 3'b100;
                subtract = 1'b1;
                invB = 1'b1;
                sign = 1'b1;
                comp = 1'b1;
                comp_cont = 2'b01;
            end
            5'b11110:begin
                w_reg_cont = 2'b01;
                ALU_op = 3'b100;
                subtract = 1;
                invB = 1'b1;
                sign = 1'b1;
                comp = 1'b1;
                comp_cont = 2'b10;
            end
            5'b11111:begin
                w_reg_cont = 2'b01;
                ALU_op = 3'b100;
                comp = 1'b1;
                comp_cont = 2'b11;
            end
            5'b01100:begin
                reg_w_en = 1'b0;
                ext_type = 1'b1;
                len_immed = 2'b01;
                branch_cont = 2'b00;
                branch_I = 1'b1;
            end
            5'b01101:begin
                reg_w_en = 1'b0;
                ext_type = 1'b1;
                len_immed = 2'b01;
                branch_cont = 2'b01;
                branch_I = 1'b1;
            end
            5'b01110:begin
                reg_w_en = 1'b0;
                ext_type = 1'b1;
                len_immed = 2'b01;
                branch_cont = 2'b10;
                branch_I = 1'b1;
            end
            5'b01111:begin
                reg_w_en = 1'b0;
                ext_type = 1'b1;
                len_immed = 2'b01;
                branch_cont = 2'b11;
                branch_I = 1'b1;
            end
            5'b11000:begin  
                w_reg_cont = 2'b10;
                ext_type = 1'b1;
                immed = 1'b1;
                len_immed = 2'b01;
                pass = 1'b1;
                en_PC = 1'b1;
            end
            5'b10010:begin
                w_reg_cont = 2'b10;
                immed = 1'b1;
                len_immed = 2'b01;
                ex_SLBI = 1'b1;
            end
            5'b00100:begin
                reg_w_en = 1'b0;
                ext_type = 1'b1;
                len_immed = 2'b10;
                branch_J = 1'b1;
            end
            5'b00101:begin
                reg_w_en = 1'b0;
                ext_type = 1'b1;
                len_immed = 2'b01;
                choose_branch = 1'b1;
                branch_J = 1'b1;
            end
            5'b00110:begin
                ext_type = 1'b1;
                len_immed = 2'b10;
                w_reg_cont = 2'b11;
                branch_J = 1'b1;
                update_R7 = 1'b1;
                pass = 1'b1;
            end
            5'b00111:begin
                ext_type = 1'b1;
                len_immed = 2'b01;
                w_reg_cont = 2'b11;
                branch_J = 1'b1;
                choose_branch = 1'b1;
                update_R7 = 1'b1;
                pass = 1'b1;
            end
        endcase
    end
endmodule
[design/flow/run.sh]
#!/bin/bash
# OpenROAD 26Q1-2900-gdf79404cd8, Yosys 0.63+post, stock flow scripts
make -C /OpenROAD-flow-scripts/flow DESIGN_CONFIG=/design/flow/config.mk WORK_HOME=/design/flow/orfs finish
[design/flow/config.mk]
export PLATFORM = sky130hd
export DESIGN_NAME = control
export DESIGN_NICKNAME = control
export VERILOG_FILES = /design/flow/design.v
export SDC_FILE = /design/flow/constraint.sdc
export NUM_CORES = 4
export LEC_CHECK = 1
export CORE_AREA = 10 10 70 70
export DIE_AREA = 0 0 80 80
[design/flow/constraint.sdc]
current_design control

set clk_period 3.2
set clk_io_pct 0.2

create_clock -name clk0 -period $clk_period

set non_clock_inputs [all_inputs -no_clocks]
set_input_delay [expr $clk_period * $clk_io_pct] -clock clk0 $non_clock_inputs
set_output_delay [expr $clk_period * $clk_io_pct] -clock clk0 [all_outputs]
==> impl_metrics.env <==
# source this file to load flow results
export IMPL_status="finished clean"
export IMPL_p_leak_uw=0.0003756
export IMPL_grt_pass1_vias=692
export IMPL_arrival_ns=2.44
export IMPL_avgSynthCellArea_sq_um=6.120
export IMPL_wire_per_inst_um=13.20
export IMPL_ys_top_cells_by_count="7 x buf_2, 7 x nand2_1, 7 x nor2_1"
export IMPL_hold_start="instruc[13]"
export IMPL_aoi_share_pct=30.79
export IMPL_drive_gt1_share_pct=13.56
export IMPL_fin_crit_sh_pct=96.23
export IMPL_p_int_uw=57.76
export IMPL_post_cts_repair_setup_buffers=0
export IMPL_critPathMaxFanout=5
export IMPL_p_total_uw=101.0
export IMPL_port_buffers=38
export IMPL_n_fill_cell=390
export IMPL_path_class="input pin to output port"
export IMPL_synth_adder_area_share_pct=0
export IMPL_nClkBuffers=0
export IMPL_p_per_area_mw_per_mm2=106.8
export IMPL_tool_warnings=41
export IMPL_final_antenna_net_count=0
export IMPL_dpl_hpwl_um=1793
export IMPL_die_size_x_um=80
export IMPL_ys_seq_share_pct=0
export IMPL_setup_worst_path_start="instruc[15]"
export IMPL_ir_worst_vdd_mv=0.05522
export IMPL_via_per_inst=4.280
export IMPL_power_switching_uw=43.29
export IMPL_area_growth_pct=86.21
export IMPL_drv_slew=0
export IMPL_tightest_slew_ns=0.3345
export IMPL_firstDrtPassIters=4
export IMPL_die_h_um=80
export IMPL_endpoint="sign"
export IMPL_synthCells=83
export IMPL_switching_share_pct=42.84
export IMPL_synth_top_area_share_pct=6.897
export IMPL_antenna_found_initial=0
export IMPL_regArea_sq_um=0
export IMPL_ys_cells=83
export IMPL_setup_worst_path_end_class="output port"
export IMPL_utilization_pct=27.69
export IMPL_ys_top_cells_by_area="buf_2 6.9%, a21oi_1 5.9%, o21ai_0 5.9%, nand2_1 5.2%, nor2_1 5.2%"
export IMPL_timing_max_cap_violations=0
export IMPL_pwr_share_clk_pct=0
export IMPL_synth_area_yosys_sq_um=508.0
export IMPL_synth_area_sq_um=508.0
export IMPL_critPathLaunchType="input pin"
export IMPL_seqPwrFrac_pct=0
export IMPL_flops=0
export IMPL_die_area_sq_mm=0.006400
export IMPL_postRouteWirelength_um=2165
export IMPL_rows=21
export IMPL_yosysWarnings=1
export IMPL_coreArea_sq_mm=0.003416
export IMPL_ys_sh_simple_pct=46.80
export IMPL_gp_congestion=0.8739
export IMPL_rsz0062_at_grt="false"
export IMPL_fmaxAchievable_mhz=324.7
export IMPL_drt_initial_drc_count=22
export IMPL_xor_area_share_pct=3.448
export IMPL_fp_utilization_pct=14.87
export IMPL_min_period_ns=3.079
export IMPL_overflow=0
export IMPL_grt_first_pass_wirelength_um=3498
export IMPL_netlist_cell_type_count=37
export IMPL_drcViolationCount=0
export IMPL_mux_share_pct=3.941
export IMPL_combGateArea_sq_um=440.4
export IMPL_setup_viol=0
export IMPL_finalSetupTns_ns=0
export IMPL_top_logic_kind="simple AND/OR/NAND/NOR gates"
export IMPL_num_antenna_cells=0
export IMPL_ios=47
export IMPL_combPwrFrac_pct=100.0
export IMPL_finalHoldViolCount=0
export IMPL_required_ns=2.56
export IMPL_top_area_cell="buf_2"
export IMPL_hp_class="input pin to output port"
export IMPL_via_count=702
export IMPL_grt_max_degree=21
export IMPL_whs_ns=2.333
export IMPL_slew_headroom_pct=77.50
export IMPL_grt_usage_pct=6.511
[repair_timing]
action,in CTS,in global routing
resized,0,2
hold buffers,0,0
setup endpoints to repair,0,3
hold endpoints to repair,0,0
[metrics by stage]
stage | instance area, sq um | setup WS, ns | instances
2_1_floorplan | 508.0 | 1.126 | 83
3_3_place_gp | 937.1 | 0.1107 | 164
3_5_place_dp | 937.1 | 0.1095 | 164
5_1_grt | 945.9 | 0.01652 | 164
6_report | 945.9 | 0.1206 | 164
4_1_cts | 937.1 | 0.09674 | 164
[per-layer routing]
layer / share of wire (%) / global-route usage [%]
met2: 45 / 10.19
met1: 48 / 9.163
met5: 0 / 0
met4: 0 / 0.3521
met3: 6.9 / 1.591
[final cells by class]
type	instances	area share, %
Timing Repair Buffer	45	45.77
Tap cell	46	6.085
Multi-Input combinational cell	69	46.56
Inverter	4	1.587
[cell usage in the layout, fill, tap and decap left out, drive strengths merged, types with 3 or more instances in the layout]
cell            n
a21oi           6
nand3           3
and2            4
nand2           8
clkdlybuf4s50  38
o21ai           6
and3            3
nor2b           3
buf             7
inv             4
nor2            7
nor3            4
[worst min-delay path by stage]
stage	slack, ns	depth (start not counted)	endpoint
final	2.33	4	ex_BTR
after global routing	2.39	4	ex_BTR
after CTS	2.34	4	ex_BTR
[cells by family (layout without fill, tap and decap cells)]
logic type	after synthesis	count (layout)
compound gates	24	24
xor+xnor	2	2
buf+inv	14	49
mux	2	2
simple gates	41	41
[power by group through the flow]
stage	clock [uW]	combinational, uW	sequential (uW)
6_report	0	101	0
5_1_grt	0	112	0
4_1_cts	0	102	0
[worst max-delay path: stages]
cell and delay [ns]:
clkdlybuf4s50_1 0.50, nand2_2 0.12, or4_4 0.54, o311ai_1 0.11
clkdlybuf4s50_1 0.52
